[./design.v]
module regfile(clk, write, wrAddr, wrData, rdAddrA, rdDataA, rdAddrB, rdDataB);
	input		clk;
	input		write;
	input [4:0]	wrAddr;
	input [31:0]	wrData;
	input [4:0]	rdAddrA;
	output [31:0]	rdDataA;
	input [4:0]	rdAddrB;
	output [31:0]	rdDataB;
	reg [31:0]	regfile[31:0];
	reg [4:0]	rdAddrA_buf;
	reg [4:0]	rdAddrB_buf;
	reg [31:0]	regDatA;
	reg [31:0]	regDatB;
	reg [31:0]	wrAddr_buf;
	reg [31:0]	wrData_buf;
	reg		write_buf;
	initial begin
		regfile[0] = 32'b0;
	end
	always @(posedge clk) begin
		if (write==1'b1 && wrAddr!=5'b0) begin
			regfile[wrAddr] <= wrData;
		end
		wrAddr_buf	<= wrAddr;
		write_buf	<= write;
		wrData_buf	<= wrData;
		rdAddrA_buf	<= rdAddrA;
		rdAddrB_buf	<= rdAddrB;
		regDatA		<= regfile[rdAddrA];
		regDatB		<= regfile[rdAddrB];
	end
	assign	rdDataA = ((wrAddr_buf==rdAddrA_buf) & write_buf & wrAddr_buf!=32'b0) ? wrData_buf : regDatA;
	assign	rdDataB = ((wrAddr_buf==rdAddrB_buf) & write_buf & wrAddr_buf!=32'b0) ? wrData_buf : regDatB;
endmodule
[./run.sh]
#!/bin/bash
# OpenROAD 26Q1-2900-gdf79404cd8, Yosys 0.63+post, stock flow scripts
make -C /OpenROAD-flow-scripts/flow DESIGN_CONFIG=/design/flow/config.mk WORK_HOME=/design/flow/orfs finish
[./config.mk]
export PLATFORM = sky130hd
export DESIGN_NAME = regfile
export DESIGN_NICKNAME = regfile
export VERILOG_FILES = /design/flow/design.v
export SDC_FILE = /design/flow/constraint.sdc
export NUM_CORES = 4
export LEC_CHECK = 1
export CORE_UTILIZATION = 30
[./constraint.sdc]
current_design regfile

set clk_period 6.2
set clk_io_pct 0.2

create_clock -name clk0 -period $clk_period [get_ports {clk}]

set non_clock_inputs [all_inputs -no_clocks]
set_input_delay [expr $clk_period * $clk_io_pct] -clock clk0 $non_clock_inputs
set_output_delay [expr $clk_period * $clk_io_pct] -clock clk0 [all_outputs]
==> impl_metrics.yaml <==
# yosys + openroad results
run_status:
  status: "finished clean"
synthesis:
  ys_types: 31
  simple_gate_area_frac: 0.0456
  yosys_cells: 3584
  mux_area_frac: 0.216
  yosys.area.top_type: "edfxtp_1"
  ys.flops: 1136
  fa_ha_area_frac: 0
  enable_flop_cells: 1024
  compound_area_frac: 0.0761
  yosys.area.top_type_share: 0.594
  topCombFamilyByArea: "multiplexers"
  ys_chip_area_sq_mm: 0.0518
  syn_inst: 3584
  ys.flop_type: "edfxtp_1"
  ys_seq_frac: 0.637
  synth-xor-area-share: 0.00169
  syn_avg_cell_area_sq_um: 14.4
  synthesis.area_sq_mm: 0.0518
  area_leaders: "edfxtp_1, mux2i_1, dfxtp_1"
  ys_warn_count: 1
  ys_top_cells_by_count: "edfxtp_1, mux2i_1, nand3_1"
  async_reset_ff_frac: 0
clock_tree:
  cts_tree: "yes"
  holdBufCountCts: 0
  cts_buffer_depth: 3
  cts-buffers-inserted: 117
  cts_setup_buffers: 0
  clock_tree.root_cell: "clkbuf_16"
  cts_resized: 0
  cts.sinks: 1136
  htreeDepth: 3
  clk_latency_ns: 0.76
  clk_pin_slew_worst_paths_ns: 0.06
floorplan:
  row_count: 152
  die-width_microns: 417
  pin_count: 113
  fp.dieArea_sq_mm: 0.174
  fp.dieH_microns: 417
  fp_util: 0.302
  coreArea_sq_mm: 0.172
drt:
  first_pass_iters: 5
  routed_wl_microns: 162000
  viasPerCell: 5.27
  drt_iter0_drc: 2122
  drcViolationCount: 0
  vias: 32300
  drt-wirelength-per-cell_microns: 26.4
  ant_nets: 0
place:
  gp_congestion: 0.885
  place_ws_ns: 1.99
  port_buffers: 112
  hpwlAfterDp_microns: 94500
  placed_cells: 5913
final_timing:
  worst_pin_slew_ns: 0.981
  slew_violations: 0
  fin_skew_ns: 0.0489
  period_used_share: 0.769
  period_needed_ns: 4.77
  max-slew-margin-rel: 0.345
  holdWs_ns: 0.617
  fmax_ghz: 0.210
  setup-violations-final: 0
  fin_ws_ns: 1.43
  finalSetupTns_ns: 0
  hold_violations: 0
  rsz0062_at_grt: "false"
finish:
  logic_area_sq_mm: 0.0180
  fill_cells: 16200
  seq_area_sq_mm: 0.0330
  syn_to_final_growth_pct: 16.1
  layout.cells.non_filler: 6132
  drive_gt1_frac: 0.111
global_route:
  gr-usage-all-layers: 0.193
  antenna_found_initial: 4
  grt_pass1_vias: 33600
  grt_overflow: 0
  grt_pass1_wl_microns: 232000
  grt_max_degree: 95
min_path:
  hold_path_class: "reg -> reg"
power:
  p_per_area_mw_per_mm2: 287
  p_total_mw: 17.3
  leakagePower_nw: 22.0
  peakVddDrop_v: 0.000316
critical_path:
  required_ns: 4.96
  max_stage_delay_ns: 0.47
  slowest_stage: "buf_4"
  cp_common_cell: "buf_4"
  startpoint_type: "flop"
  critPathKind: "reg -> out"
  crit_arrival_ns: 3.53
  ff2ff_setup_slack_ns: 4.53
  critPathMaxFanout: 18
  crit_chain: "xnor2_1 -> nand3_1 -> nor4_4 -> buf_4 -> buf_4 -> mux2_2 -> clkdlybuf4s50_1"
  cp-end-kind: "primary output"
run:
  maxCapViolCount: 0
  openroad.warnings: 26
-- sequential cells by signal, summed over array words and instances (netlist names) --
register	cells
rdAddrA_buf	5
rdAddrB_buf	5
regDatA	32
regDatB	32
regfile	1024
wrAddr_buf	5
wrData_buf	32
write_buf	1
-- stage by stage --
| step | cell area, sq um | utilization |
|---|---|---|
| 3_5_place_dp | 56300 | 0.328 |
| 6_report | 60100 | 0.350 |
| 4_1_cts | 60100 | 0.350 |
| 5_1_grt | 60100 | 0.350 |
| 2_1_floorplan | 51900 | - |
| 3_3_place_gp | 56300 | 0.328 |
-- where the power goes --
group	leakage, nW	internal [mW]	total [mW]	switching, mW
clock	1.89	4.04	7.07	3.03
combinational	9.88	0.631	1.57	0.940
sequential	10.2	8.52	8.62	0.105
total	22.0	13.2	17.3	4.07
-- cell type report --
cell class / count / share of cell area
Clock buffer: 163 / 0.0546
Antenna cell: 1 / 0.0000416
Clock inverter: 55 / 0.00968
Tap cell: 2310 / 0.0481
Sequential cell: 1136 / 0.549
Multi-Input combinational cell: 2220 / 0.299
Timing Repair Buffer: 247 / 0.0394
-- critical path, delay by kind of cell (launching register included) --
kind	cells	cell delay (ns)
buffers and inverters	3	1.35
muxes	1	0.45
DFF	1	0.42
and+or+nand+nor	2	0.40
xor gates and xnor gates	1	0.15
-- cell usage in the layout (no fill, tap or decap), drive strengths merged, types with 6 or more instances in the layout --
| master | instances |
|---|---|
| a31oi | 64 |
| mux2 | 64 |
| nor3 | 64 |
| a22oi | 192 |
| nand2 | 195 |
| clkdlybuf4s50 | 110 |
| nor2 | 34 |
| clkbuf | 163 |
| nand3 | 196 |
| a21oi | 192 |
| inv | 9 |
| mux2i | 1024 |
| clkinv | 36 |
| xnor2 | 6 |
| dfxtp | 112 |
| buf | 137 |
| conb | 32 |
| bufinv | 8 |
| a22o | 128 |
| edfxtp | 1024 |
-- logic make-up (layout without fill, tap and decap cells) --
| logic type | after synthesis | count (layout) |
|---|---|---|
| AND/OR/NAND/NOR | 513 | 513 |
| XOR/XNOR | 10 | 10 |
| buffers and inverters | 259 | 465 |
| flip-flops | 1136 | 1136 |
| other | 1 | 33 |
| multiplexers | 1088 | 1088 |
| AND-OR/OR-AND | 577 | 577 |
-- final timing paths --
| path | depth (start not counted) | from | end |
|---|---|---|---|
| max | 7 | wrAddr_buf[4] | rdDataB[0] |
| min | 4 | regfile[22][27] | regDatB[27] |
| max reg2reg | 5 | regfile[2][2] | regDatA[2] |
| min reg2reg | 4 | regfile[22][27] | regDatB[27] |
-- per-layer routing --
layer | track usage | up-vias | wire length [microns]
li1 | - | 14300 | -
met1 | 0.235 | 16100 | 59300
met2 | 0.311 | 1608 | 78400
met3 | 0.0885 | 319 | 17500
met4 | 0.0639 | 4 | 6620
met5 | 0.00167 | - | 22
No activity file was given, so power comes from the tool's default toggle rates.
