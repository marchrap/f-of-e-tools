--- ./config.mk ---
export PLATFORM = sky130hd
export DESIGN_NAME = id_ex
export DESIGN_NICKNAME = id_ex
export VERILOG_FILES = /design/flow/design.v
export SDC_FILE = /design/flow/constraint.sdc
export NUM_CORES = 4
export LEC_CHECK = 1
export CORE_AREA = 10 10 199 199
export DIE_AREA = 0 0 209 209
--- ./constraint.sdc ---
current_design id_ex

set clk_period 1.0
set clk_io_pct 0.2

create_clock -name clk0 -period $clk_period [get_ports {clk}]

set non_clock_inputs [all_inputs -no_clocks]
set_input_delay [expr $clk_period * $clk_io_pct] -clock clk0 $non_clock_inputs
set_output_delay [expr $clk_period * $clk_io_pct] -clock clk0 [all_outputs]
--- ./design.v ---
module if_id (clk, data_in, data_out);
	input			clk;
	input [63:0]		data_in;
	output reg[63:0]	data_out;
	initial begin
		data_out = 64'b0;
	end
	always @(posedge clk) begin
		data_out <= data_in;
	end
endmodule
module id_ex (clk, data_in, data_out);
	input			clk;
	input [177:0]		data_in;
	output reg[177:0]	data_out;
	initial begin
		data_out = 178'b0;
	end
	always @(posedge clk) begin
		data_out <= data_in;
	end
endmodule
module ex_mem (clk, data_in, data_out);
	input			clk;
	input [154:0]		data_in;
	output reg[154:0]	data_out;
	initial begin
		data_out = 155'b0;
	end
	always @(posedge clk) begin
		data_out <= data_in;
	end
endmodule
module mem_wb (clk, data_in, data_out);
	input			clk;
	input [116:0]		data_in;
	output reg[116:0]	data_out;
	initial begin
		data_out = 117'b0;
	end
	always @(posedge clk) begin
		data_out <= data_in;
	end
endmodule
--- ./run.sh ---
#!/bin/bash
# OpenROAD 26Q1-2900-gdf79404cd8, Yosys 0.63+post, stock flow scripts
make -C /OpenROAD-flow-scripts/flow DESIGN_CONFIG=/design/flow/config.mk WORK_HOME=/design/flow/orfs finish
==> results.txt <==
Physical implementation status

The routed design has 13.09 mm of wire. The max-slew check reports its worst relative slack as 86.81%. The initialized floorplan defines 69 standard-cell rows. Per the CTS log, the root buffer master is sky130_fd_sc_hd__clkbuf_16. In the routed design, unresolved DRC markers number 0. On the critical path the data arrives at 0.86 ns. Per the detailed placement report, the placed cell area equals 7704 µm². The via density per instance stands at 2.538. Per the final layout report, the fraction of cells sized above drive strength 1 comes to 39.75%. In the layout the tool counted multi-input logic cells amounting to 0. The final-layout worst hold slack stands at 0.1942 ns. The synthesized design spends more area on one cell type than any other, namely sky130_fd_sc_hd__dfxtp_1. Dividing the detail-routed wire length by the instance count gives 12.74 µm. STA lists the maximum fanout along the critical path as 1. The number of flip-flops under the largest register name stands at 178. The checks that failed: negative setup slack. The fmax stands at 940.6 MHz.

The overall overflow remaining after global route stands at 0. For reference, the clock transition at the flip-flops on the worst setup and hold paths is 0.07 ns. The area of the synthesized netlist per yosys stat stands at 3563 µm². The first global-routing pass estimated 18.68 mm of wire. The first TritonRoute pass finished after 4 iterations. The tally of yosys warning messages stands at 1.

The leakage power of the design stands at 0.003201 µW. The detailed-placement wirelength estimate stands at 10.56 mm. The stage logs contain a warning count of 27. Entering global routing, the biggest net connects 17 pins.

Post-synth the commonest register cell is sky130_fd_sc_hd__dfxtp_1. Once the clock tree was built, the setup fixing pass inserted 0 buffers. The cell count after placement stands at 995.

The combinational gate area stands at 0 µm². In the post-synthesis netlist, the cell with the most instances is sky130_fd_sc_hd__dfxtp_1. The number of antenna violations at the first check in global routing stands at 0. The total die area stands at 43680 µm².

The share of the Yosys chip area taken by registers is 100.0%. The core region is 35400 µm². The detail route stage leaves a number of antenna-violating nets equal to 0. The post-route minimum period stands at 1.063 ns. Yosys mapped a number of flops with a built-in enable equal to 0. STA classifies the critical path startpoint as a register. The top-level port count stands at 357. Once the floorplan was initialized, standard cells occupied 10.07% of the core. The max-slew violation count stands at 0. The script reports the combined buffer and inverter count of the critical path as 1.

The number of buffers inserted during clock tree synthesis stands at 17. The top cell type by area accounts for 100.0% of the synthesized area. The largest registers in the layout are data_out: 178 flops. The maximum root-to-sink buffer count stands at 2. The final setup violation count stands at 178.

The floorplan step set the die width to 209 µm. At the worst endpoint, the required time is 0.80 ns. Of all flip-flops after synthesis, the portion carrying an async set or reset was 0%.

The final antenna diode tally reported by the flow is 0. Setup slack on the critical path of the routed design comes to -0.06311 ns. The critical path goes through buf_6. The path class of the tightest hold or removal check is in2reg.

The total via count in the routed design stands at 2607. Per the CTS log, the maximum H-tree level is 4. The worst VDD IR drop from the latest analysis is 1.503 mV. The overall global routing resource usage stands at 5.660%. The area of the mapped netlist stands at 3563 µm².

Looking at the max-slew report, the worst-margin pin has a slew of 0.1979 ns. With fillers left out, the area of the finished cells amounts to 7463 µm². The max-cap violation count stands at 0. The flip-flop and latch count after synthesis stands at 178.

The number of standard cells reported by yosys stands at 178. The height of the die stands at 209 µm. Per the summary, power density relative to cell area is 2083 nW/µm². The run finished, with violations left. In the finished design, the share of the clock period the worst path needs comes to 106.3%.

STA classifies the critical path endpoint as an output pin. Synthesis handed over a netlist of 178 instances. Leaving out filler cells and counting taps, the final layout contains 1027. Ranked by flip-flop count, first place goes to data_out.

The count of input and output buffers stands at 356. Ranked by total cell area, the synthesized netlist is headed by sky130_fd_sc_hd__dfxtp_1. Among cell families on the critical path, the largest total delay comes from flip-flops. Setup repair after global routing could not meet its margin everywhere. The via count of the first global-routing pass stands at 2827. For reference, the most critical setup path is categorized as reg2out. The number of different library cells used by synthesis comes to 1. For this run, the share of the core covered by cells in the final layout is 21.09%. For this design, the slowest cell found on the critical path is sky130_fd_sc_hd__dfxtp_2. In this run the mean area of a mapped cell was 20.02 µm². TritonCTS built the clock tree. The area growth from synthesis to layout is 109.4%.

The count of clock tree sinks stands at 178. Among all stages on the critical path, the maximum delay recorded is 0.32 ns. The count of final hold-check violations stands at 0. The placement summary gives the final routability congestion estimate as 0.7429. Total power for the finished layout comes to 15550 µW. In the synthesized netlist, the cells that appear most often are sky130_fd_sc_hd__dfxtp_1.

The first-iteration detailed-routing DRC count stands at 56.
[per-layer routing]
| metal | vias to the layer above | track usage (%) | routed length [µm] |
|---|---|---|---|
| li1 | 1299 | - | - |
| met1 | 1137 | 5.480 | 4303 |
| met2 | 157 | 9.861 | 6872 |
| met3 | 14 | 3.567 | 1599 |
| met4 | 0 | 1.364 | 311 |
| met5 | - | 0 | 0 |
[cell usage in the layout (no fill, tap or decap)]
| cell type | count |
|---|---|
| sky130_fd_sc_hd__buf_2 | 176 |
| sky130_fd_sc_hd__buf_6 | 2 |
| sky130_fd_sc_hd__bufinv_16 | 3 |
| sky130_fd_sc_hd__clkbuf_1 | 2 |
| sky130_fd_sc_hd__clkbuf_16 | 17 |
| sky130_fd_sc_hd__clkbuf_8 | 1 |
| sky130_fd_sc_hd__clkdlybuf4s50_1 | 178 |
| sky130_fd_sc_hd__clkinv_4 | 4 |
| sky130_fd_sc_hd__clkinvlp_4 | 1 |
| sky130_fd_sc_hd__dfxtp_1 | 161 |
| sky130_fd_sc_hd__dfxtp_2 | 17 |
| sky130_fd_sc_hd__inv_6 | 3 |
| sky130_fd_sc_hd__inv_8 | 1 |
[where the power goes]
part,switching [µW],total (µW),internal [µW]
logic,167,1000,832
registers,73.3,7550,7470
clock network,2950,7000,4060
total,3190,15500,12400
[path summary, 6_finish.rpt]
kind	startpoint	to	slack, ns	cells after the start
worst max-delay path	data_out[135]$_DFF_P_	data_out[135]	-0.06	1
worst min-delay path	data_in[37]	data_out[37]$_DFF_P_	0.19	1
[metrics by stage]
step,TNS [ns],setup slack (ns)
6_report,-6.320,-0.06311
2_1_floorplan,0,0.5385
4_1_cts,-14.89,-0.1184
3_3_place_gp,-0.02516,-0.02029
5_1_grt,-17.06,-0.1190
3_5_place_dp,-0.03888,-0.02027
[cell families after synthesis]
family      after synthesis  synth area share, %
flip-flops              178                100.0
[area by class of cell]
| type | count | area [µm²] |
|---|---|---|
| fillers | 3855 | 27930 |
| flip-flops and latches | 178 | 3585 |
| repair buffers | 356 | 2685 |
| well taps | 461 | 576.8 |
| clock buffers | 20 | 446.7 |
| clock inverters | 12 | 170.2 |
[what timing repair did]
item                       CTS  global route
setup endpoints to repair  178           178
hold buffers                 0             0
gates resized              578            12
Power is estimated from default activity; no workload was simulated.
